[flow/design.v]
module selfwdA(d_rvalA, D_valp, W_valE, W_valM, m_valM, e_valE, d_srcA, W_dstE, W_dstM, M_dstM, M_dstE, e_dstE, M_valE, D_icode, d_valA);
input [63:0] d_rvalA, D_valp, W_valE, W_valM, m_valM, e_valE,M_valE;
input [3:0] D_icode,d_srcA, W_dstE, M_dstM, e_dstE, M_dstE, W_dstM;
output reg [63:0] d_valA;
always@(*)
begin
if(D_icode == 4'h7 || D_icode == 4'h8)
begin
    d_valA = D_valp;
end
else if(d_srcA == e_dstE)
begin
    d_valA = e_valE;
end
else if(d_srcA == M_dstM)
begin
    d_valA = m_valM;
end
else if(d_srcA == M_dstE)
begin
    d_valA = M_valE;
end
else if(d_srcA == W_dstM)
begin
    d_valA = W_valM;
end
else if(d_srcA == W_dstE)
begin
    d_valA = W_valE;
end
else
begin
    d_valA = d_rvalA;
end
end
endmodule 
module fwdB(d_rvalB, W_valE, W_valM, m_valM, e_valE, d_srcB, W_dstE, W_dstM, M_dstM, M_dstE, e_dstE, M_valE, d_valB);
input [63:0] d_rvalB, W_valE, W_valM, m_valM, e_valE,M_valE;
input [3:0]  d_srcB, W_dstE, M_dstM, e_dstE, M_dstE, W_dstM;
output reg [63:0] d_valB;
always@(*)begin
if(d_srcB == e_dstE)
begin
    d_valB = e_valE;
end
else if(d_srcB == M_dstM)
begin
    d_valB = m_valM;
end
else if(d_srcB == M_dstE)
begin
    d_valB = M_valE;
end
else if(d_srcB == W_dstM)
begin
    d_valB = W_valM;
end
else if(d_srcB == W_dstE)
begin
    d_valB = W_valE;
end
else
begin
    d_valB = d_rvalB;
end
end
endmodule 
[flow/run.sh]
#!/bin/bash
# OpenROAD 26Q1-2900-gdf79404cd8, Yosys 0.63+post, stock flow scripts
make -C /OpenROAD-flow-scripts/flow DESIGN_CONFIG=/design/flow/config.mk WORK_HOME=/design/flow/orfs finish
[flow/config.mk]
export PLATFORM = sky130hd
export DESIGN_NAME = fwdB
export DESIGN_NICKNAME = fwdB
export VERILOG_FILES = /design/flow/design.v
export SDC_FILE = /design/flow/constraint.sdc
export NUM_CORES = 4
export LEC_CHECK = 1
export CORE_AREA = 10 10 187 187
export DIE_AREA = 0 0 197 197
[flow/constraint.sdc]
current_design fwdB

set clk_period 11.2
set clk_io_pct 0.2

create_clock -name clk0 -period $clk_period

set non_clock_inputs [all_inputs -no_clocks]
set_input_delay [expr $clk_period * $clk_io_pct] -clock clk0 $non_clock_inputs
set_output_delay [expr $clk_period * $clk_io_pct] -clock clk0 [all_outputs]
==> Slide: Implementation Results <==
Synthesis and Place & Route Summary

Run status
  • Status: complete, no violations

Synth
  • Synth area leaders: mux2i_1, a2111oi_2, a211o_1
  • Syn Inst Count: 547
  • Synth warnings: 1
  • Top-area cell share: 0.162
  • Synth Seq Share: 0
  • Post-Syn Area: 3950 µm²
  • Yosys chip area: 3950 µm²
  • Yosys top cell by area: mux2i_1
  • Avg Inst Size Synth: 7.23 µm²
  • Yosys cell types: 23
  • Ys cells: 547

Global route
  • Largest net degree at the start of global routing: 73
  • Gr ovfl total: 0
  • Total GRT Usage: 0.135
  • Vias in the first global route: 6426
  • Met2 Usage GRT: 0.234
  • Global-route wire length before repair: 40700 µm
  • Initial antenna violation count: 0
  • M3 GR Usage: 0.0408
  • Met1 Track Usage GR: 0.166
  • Top Usage Layer GRT: met2

Power and ir drop
  • Pwr dens: 48.7 nW/µm²
  • Sequential Power Share: 0
  • Switching part of the total: 0.331
  • Clk pwr share: 0
  • NetSw: 142 µW
  • Leakage Power: 3.15 nW
  • Combinational group share of total power: 1.000
  • Cell-internal power: 288 µW
  • VDD IR-drop max: 29.7 µV

Final timing
  • Tmin final: 7.91 ns
  • RSZ-0062 raised after global routing: no
  • Fin. max-slew vios: 0
  • TNS Setup: 0 ns
  • Worst relative slew slack: 0.465
  • Hold Violations, Final: 0
  • Setup violators final: 0
  • Post-layout period usage: 0.706
  • Maximum clock rate: 126 MHz
  • Worst-Margin Slew: 0.803 ns

Floorplan
  • Initial Utilization: 0.129
  • Boundary Pins: 472
  • Die W: 197 µm
  • CORE AREA: 30700 µm²
  • Rows: 64
  • Die Y-Extent: 197 µm
  • Chip Footprint: 38800 µm²

Critical path
  • Setup crit end kind: output pin
  • Worst-path fanout max: 72
  • Critical path launch point type: primary input
  • Critical path type: primary input to output pin
  • Crit path arrival time: 5.67 ns
  • WP data required: 8.96 ns

Layout
  • Top cell excl fill/tap: clkdlybuf4s50_1
  • Sequential Area: 0 µm²
  • Post-synthesis to final-layout area growth: 123%
  • Clkbuf count: 0
  • # fillers: 3299
  • Post-route cell area: 8820 µm²
  • Flop count: 0
  • Share of layout cells above drive strength 1: 0.0615

CTS
  • CTS Hold Buffers Added: 0
  • Post-CTS setup repair buffer count: 0
  • Cts repair resizes: 0

Drt
  • Routed wire length: 28300 µm
  • Pre-antenna DRT Iters: 4
  • Initial detailed-routing violation count: 319
  • DRC: 0
  • WL/cell: 20.9 µm
  • Post-route ant nets: 0
  • Vias: 6177
  • Diodes inserted: 0
  • Vias per cell: 4.56

Placement
  • Routability cong.: 0.937
  • Post-DP Area: 8820 µm²
  • Post-detail-place hpwl: 23200 µm
  • I/O Buffers: 472

Hold path
  • Hold Path Class: primary input to output pin

Flow run
  • Log Warnings: 32
  • Maxcap violations: 0
==> cell families (layout without fill, tap and decap cells) <==
logic type	count (synthesis)	count (layout)	share of synthesized area
xor+xnor	20	20	0.0443
mux	64	64	0.162
compound gates	256	256	0.518
buf+inv	72	485	0.118
simple gates	135	135	0.157
==> per-layer routing <==
metal,routed length (µm),vias to the layer above
met3,2630,14
met4,268,0
met2,14100,310
met5,0,-
li1,-,3015
met1,11400,2838
==> cell usage after synthesis (3+ instances only) <==
library cell,count
buf_1,9
a2111oi_0,4
a21oi_1,64
nor2_1,64
buf_2,8
o21ai_0,64
a211o_1,64
clkbuf_1,31
buf_6,5
xor2_1,8
a2111oi_2,42
nand4_1,3
mux2i_1,64
buf_4,6
clkbuf_2,4
a2111oi_1,18
xnor2_1,12
nor3_1,64
buf_12,6
==> critical path: stages <==
cell and delay, ns:
clkdlybuf4s50_1 0.62, xor2_1 0.15, nor4_4 0.28, buf_4 0.66, buf_4 0.71, a2111oi_0 0.15, a211o_1 0.35, clkdlybuf4s50_1 0.43
==> stage by stage <==
step	setup WS [ns]	hold WS (ns)	power (mW)	instances	util
2_1_floorplan	5.23	4.55	0.162	547	-
3_3_place_gp	3.33	5.51	0.431	1356	0.287
3_5_place_dp	3.33	5.50	0.432	1356	0.287
4_1_cts	3.31	5.50	0.435	1356	0.287
5_1_grt	3.10	5.52	0.465	1356	0.287
6_report	3.29	5.50	0.430	1356	0.287
==> cell type report <==
class	instances	area [µm²]	share of cell area
timing repair buffer	485	4820	0.547
multi-input combinational	475	3500	0.397
tap	396	495	0.0562
==> final timing paths <==
kind / from / endpoint / slack [ns] / cells after the start
hold / removal: e_valE[57] / d_valB[57] / 5.50 / 3
setup / recovery: d_srcB[3] / d_valB[62] / 3.29 / 8
==> power by group through the flow <==
stage | combinational, mW | sequential [mW] | clock (mW)
after CTS | 0.435 | 0 | 0
after global routing | 0.465 | 0 | 0
final | 0.430 | 0 | 0
No activity file was given, so power comes from the tool's default toggle rates.
