==> design.v <==
module Ereg(clk, D_stat,D_icode,D_ifun, D_valc, d_valA, d_valB,d_dstE, d_dstM, d_srcA, d_srcB, E_stat,E_icode,E_ifun, E_valc, E_valA, E_valB,E_dstE, E_dstM, E_srcA, E_srcB, E_bubble);
input clk, E_bubble;
input [63:0] D_valc, d_valA, d_valB;
input [3:0] D_icode,D_ifun,d_dstE, d_dstM, d_srcA, d_srcB;
input [1:0] D_stat;
output reg [63:0] E_valc, E_valA, E_valB;
output reg [3:0] E_icode,E_ifun,E_dstE, E_dstM, E_srcA, E_srcB;
output reg [1:0] E_stat;
always@(posedge(clk))
begin
    if (E_bubble != 1'b1)
    begin
        E_valc <= D_valc;
        E_valA <= d_valA;
        E_valB <= d_valB;
        E_stat <= D_stat;
        E_icode <= D_icode;
        E_ifun <= D_ifun;
        E_dstE <= d_dstE;
        E_dstM <= d_dstM;
        E_srcA <= d_srcA;
        E_srcB <= d_srcB;
    end
    else
    begin
        E_icode <= 4'h1;
    end
end
endmodule
==> run.sh <==
#!/bin/bash
# OpenROAD 26Q1-2900-gdf79404cd8, Yosys 0.63+post, stock flow scripts
make -C /OpenROAD-flow-scripts/flow DESIGN_CONFIG=/design/flow/config.mk WORK_HOME=/design/flow/orfs finish
==> config.mk <==
export PLATFORM = sky130hd
export DESIGN_NAME = Ereg
export DESIGN_NICKNAME = Ereg
export VERILOG_FILES = /design/flow/design.v
export SDC_FILE = /design/flow/constraint.sdc
export NUM_CORES = 4
export LEC_CHECK = 1
export CORE_AREA = 10 10 281 281
export DIE_AREA = 0 0 291 291
==> constraint.sdc <==
current_design Ereg

set clk_period 1.0
set clk_io_pct 0.2

create_clock -name clk0 -period $clk_period [get_ports {clk}]

set non_clock_inputs [all_inputs -no_clocks]
set_input_delay [expr $clk_period * $clk_io_pct] -clock clk0 $non_clock_inputs
set_output_delay [expr $clk_period * $clk_io_pct] -clock clk0 [all_outputs]
==> Slide: Implementation Results <==
Key Metrics from the Run

Logic synthesis
  • Netlist cell types: 5
  • Cell count after synthesis: 223
  • Netlist area before placement: 0.00654 mm2
  • Yosys chip area: 0.00654 mm2
  • # Cells Yosys: 223
  • Seq share, synth: 0.996
  • Syn_area_per_cell: 29.3 um2
  • Yosys reg bits: 218
  • Ys Warns: 1

Setup path
  • Crit end category: output pin
  • CP max-delay cell: edfxtp_1
  • CP Class: flip-flop to output pin
  • Launching element type of the critical path: flip-flop
  • Worst EP required: 0.80 ns
  • CP max stage delay: 0.43 ns
  • CP delay by family, top: flip-flops
  • Buf+Inv Stages, Crit Path: 1
  • Number of cells on the critical path: 1
  • Worst EP arrival: 1.14 ns
  • Critical path, cell by cell: buf_2
  • Crit path max fanout: 1

Finish
  • Top cell excl fill/tap: clkdlybuf4s50_1
  • Most frequent cells in the layout: 218 x clkdlybuf4s50_1, 214 x edfxtp_1, 212 x buf_2
  • Design area: 0.0121 mm2
  • Area growth, synth to finish: 85.9%
  • Layout cells sized above 1: 0.385
  • Fillers: 7976
  • Final std cells w/o fill: 1687

Worst hold path
  • Hold depth: 3
  • Worst Hold Class: input pin to flip-flop

Final timing
  • Crit share post-route: 1.34
  • Actual slew at the worst max-slew pin: 0.192 ns
  • Final Setup Violations: 218
  • RSZ-0062 raised after global routing: yes
  • Fin crit period: 1.34 ns
  • Total Neg Setup Slack: -51.19 ns
  • Highest Clock Rate: 749 MHz
  • Setup ws final: -0.335 ns
  • Slew Viols, Final: 0
  • Rel. slew slack: 0.872
  • Final Hold Fails: 0

GRT
  • Number of global-route vias before repair: 4693
  • Grt ovf: 0
  • First-pass GRT wire length: 35500 um
  • Tot GR Track Use: 0.0591
  • Initial antenna violation count: 10
  • Largest net degree at the start of global routing: 30

Clock tree
  • TritonCTS buffer count: 26
  • Clk root buf: clkbuf_16
  • Clock Path Buffers: 3
  • CTS H-Tree Depth: 1
  • Total setup buffers inserted after CTS: 0
  • TritonCTS clock tree: yes
  • Clk sinks: 218
  • Clock slew at reported path FFs: 0.06 ns

Pwr
  • Peak supply drop: 1680 uV
  • Pwr Total: 22.4 mW
  • Pwr/cell area: 1850 mW/mm2
  • Pleak: 4.41 nW

Route
  • Inserted Diodes: 0
  • DR vias/cell: 2.48
  • Vias: 4187
  • Initial drt markers: 147
  • Routed Antenna Nets: 0
  • First-pass DRT Iterations: 4
  • DRC viols: 0
  • Total Wirelength: 25700 um
  • Wire per inst: 15.2 um

Run status
  • Violated checks: setup timing
  • Outcome: complete, but fails checks

Placement
  • Routability cong.: 0.819
  • Post-DP HPWL: 21400 um
  • Count of input and output buffers: 437
  • DP Area: 0.0123 mm2
  • Placed Instances: 1639

Floorplanning
  • Die Y: 291 um
  • Core Rows: 99
  • Chip Area: 0.0847 mm2
  • Core footprint: 0.0728 mm2
  • IO Pins: 438
  • Die W: 291 um
  • Floorplan core density: 0.0897

Job
  • Log Warnings: 28
  • MaxCap Viol Count: 0
==> Yosys cell counts, drive strengths merged <==
library cell  instances  area, um2
dfxtp                 4       80.1
edfxtp              214       6430
inv                   1       3.75
or2                   1       6.26
nor2b                 3       18.8
==> state kept, by name (all words and copies together), names as in the netlist <==
register,flops
E_srcB,4
E_srcA,4
E_valA,64
E_valc,64
E_dstE,4
E_icode,4
E_valB,64
E_dstM,4
E_ifun,4
E_stat,2
==> logic make-up after synthesis <==
kind of cell,after synthesis,synth area share
buffers and inverters,1,0.000574
DFF,218,0.996
and+or+nand+nor,4,0.00383
==> worst paths after layout <==
| path | start | end | slack (ns) |
|---|---|---|---|
| worst min-delay path | E_bubble | E_icode[1]$_SDFF_PP0_ | 0.06 |
| worst max-delay path | E_valB[23]$_DFFE_PN_ | E_valB[23] | -0.34 |
==> metrics by stage <==
stage / hold slack, ns / util / worst slack [ns]
floorplan: 0.272 / - / -2.72
global placement: 0.755 / 0.169 / -0.600
detailed placement: 0.758 / 0.169 / -0.597
CTS: 0.141 / 0.166 / -0.435
global route: 0.0687 / 0.167 / -0.430
finish: 0.0572 / 0.167 / -0.335
==> layer usage <==
layer	track usage	up-vias	wire length, um
li1	-	1888	-
met1	0.0622	1895	8860
met2	0.0846	360	10600
met3	0.0555	36	5420
met4	0.0138	8	724
met5	0	-	66
==> power breakdown <==
part	switching, mW	internal, mW	total [mW]
Clock	3.84	5.74	9.58
Combinational	0.586	1.26	1.85
Sequential	0.184	10.8	11.0
==> final cells by class <==
type	instances	area (um2)	share of cell area
Tap cell	959	1200	0.0988
Inverter	1	7.51	0.000618
Multi-Input combinational cell	4	25.0	0.00206
Timing Repair Buffer	457	3520	0.290
Sequential cell	218	6510	0.536
Clock buffer	29	683	0.0562
Clock inverter	19	199	0.0164
==> timing repair <==
item / CTS / global route
endpoints found under the hold margin: 0 / 0
hold buffers: 0 / 0
gates resized: 719 / 11
endpoints found under the setup margin: 218 / 399
pin swaps: 0 / 0
Power and IR drop assume default switching activity.
